<file path="flow/constraint.sdc">
current_design ldiv

set clk_period 6.0
set clk_io_pct 0.2

create_clock -name clk0 -period $clk_period [get_ports {clk}]

set non_clock_inputs [all_inputs -no_clocks]
set_input_delay [expr $clk_period * $clk_io_pct] -clock clk0 $non_clock_inputs
set_output_delay [expr $clk_period * $clk_io_pct] -clock clk0 [all_outputs]
</file>
<file path="flow/design.v">
module ldiv #
  (
   parameter 	NUMERATOR_WIDTH = 10,
   parameter 	DENOMINATOR_WIDTH = 10,
   parameter 	QUOTIENT_WIDTH = 10 
   )
   (
    input 				      clk,
    input 				      reset,
    input signed [NUMERATOR_WIDTH - 1:0]      numerator_in,
    input [DENOMINATOR_WIDTH - 1:0] 	      denominator_in,
    input 				      valid_in,
    output signed [QUOTIENT_WIDTH - 1:0]      quotient_out,
    output signed [NUMERATOR_WIDTH - 1:0]     remainder_out,
    output 				      valid_out,
    output signed [NUMERATOR_WIDTH - 1 + 1:0] numerator_out,
    output [DENOMINATOR_WIDTH - 1:0] 	      denominator_out
    );
   localparam LATENCY = NUMERATOR_WIDTH;
   reg signed [LATENCY - 1 + 1:0] 	      numerator [LATENCY - 1:0];
   reg [DENOMINATOR_WIDTH - 1:0] 	      denominator [LATENCY - 1:0];
   reg [QUOTIENT_WIDTH - 1:0] 		      quotient [LATENCY - 1:0];
   reg [NUMERATOR_WIDTH - 1:0] 		      remainder [LATENCY - 1:0];
   reg 					      valid [LATENCY - 1:0];
   reg [LATENCY - 1:0] 			      numerator_negative;
   wire [LATENCY - 1:0] 		      remainder_next [LATENCY - 1:0];
   assign quotient_out = numerator_negative[LATENCY - 1] ? -quotient[LATENCY - 1] : quotient[LATENCY - 1];
   assign remainder_out = numerator_negative[LATENCY - 1] ? -remainder[LATENCY - 1] : remainder[LATENCY - 1];
   assign valid_out = valid[LATENCY - 1];
   assign numerator_out = numerator_negative[LATENCY - 1] ? -numerator[LATENCY - 1] : numerator[LATENCY - 1];
   assign denominator_out = denominator[LATENCY - 1];
   genvar 				      i;
   generate
      for (i = 0; i < LATENCY; i = i + 1)
	begin
	   assign remainder_next[i] = i > 0 ? (remainder[i - 1] << 1) | numerator[i - 1][LATENCY - i - 1] : 0;
	   always @(posedge clk)
	     if (i == 0)
	       begin
		  quotient[i] <= 0;
		  remainder[i] <= 0;
		  denominator[i] <= denominator_in;
		  numerator[i] <= numerator_in < 0 ? -numerator_in : numerator_in;
		  numerator_negative[i] <= numerator_in < 0;
		  valid[i] <= valid_in;
	       end
	     else
	       begin
		  if (remainder_next[i] >= denominator[i - 1])
		    begin
		       remainder[i] <= remainder_next[i] - denominator[i - 1];
		       quotient[i] <= quotient[i - 1] | (1 << LATENCY - i - 1);
		    end
		  else
		    begin
		       remainder[i] <= remainder_next[i];
		       quotient[i] <= quotient[i - 1];
		    end
		  denominator[i] <= denominator[i - 1];
		  numerator[i] <= numerator[i - 1];
		  numerator_negative[i] <= numerator_negative[i - 1];
		  valid[i] <= valid[i - 1];
	       end
	end
   endgenerate
endmodule
</file>
<file path="flow/config.mk">
export PLATFORM = sky130hd
export DESIGN_NAME = ldiv
export DESIGN_NICKNAME = ldiv
export VERILOG_FILES = /design/flow/design.v
export SDC_FILE = /design/flow/constraint.sdc
export NUM_CORES = 4
export LEC_CHECK = 1
export CORE_UTILIZATION = 50
</file>
<file path="flow/run.sh">
#!/bin/bash
# OpenROAD 26Q1-2900-gdf79404cd8, Yosys 0.63+post, stock flow scripts
make -C /OpenROAD-flow-scripts/flow DESIGN_CONFIG=/design/flow/config.mk WORK_HOME=/design/flow/orfs finish
</file>
==> run summary <==
fresh numbers from the pnr run: FF-to-FF path depth 9, Logic pwr share 19.0%, Fin. Hold Viols 0, Bufs on Longest Clock Path 3, transition time at the pin with the least slew margin 0.739 ns, clock-pin transition on the worst setup and hold timing paths 0.06 ns, Final GP Congestion 0.899, Root Driver sky130_fd_sc_hd__clkbuf_16, number of buffers inserted by hold repair at cts 0, max_cap viols 0, leakage component of the power 6.55 nW, CP cell instances inv_1 > ha_1 > nand2_1 > or3_1 > o31ai_1 > xnor2_1 > clkdlybuf4s50_1, fraction of power consumed by the clock network 38.2%, total half-perimeter wirelength after legalization and detailed placement 14.2 mm, FF-to-FF End remainder[9][8]$_DFF_P_, Hold WC Path Type register to register, post-layout instance count excluding filler cells 1,535, number of cell instances after yosys synthesis 1,089, syn_area_per_cell 11.5 um2, distinct lib cells 65, synthesis warning total 6, switching component of the power 1.57 mW, DRC Markers 0, largest driver fanout on the critical path 3, wire per inst 12.7 um, setup tns final 0 ns, CP Launch Type register, total iterations of the first detailed-routing run 4, Starting Density 51.2%, warning total across the stage logs 26, largest net degree at the start of global routing 22, number of pins exceeding their max-slew limit in the final report 0, main flop type sky130_fd_sc_hd__dfxtp_1, startpoint of the lowest-slack register-to-register path numerator[8][0]$_DFF_P_, top cells by count sky130_fd_sc_hd__dfxtp_1, sky130_fd_sc_hd__inv_1, sky130_fd_sc_hd__ha_1, maximum ir drop on the vdd rail 0.000258 V, number of buffers added by the clock tree synthesis step 37, relative slew slack 50.7%, # rows 57, die y size 160 um, share of the cycle needed by the critical path after routing 60.9%, RSZ-0062 raised after global routing no, delay of the slowest cell on the worst path 0.47 ns, Synthesized registers 357, Hold Path End numerator[4][0]$_DFF_P_, sinks on the clock net 357, area of the core 24,500 um2, worst hold stages 0, ANT cells 0, violation tally from detailed-route iteration zero 254, top cells by area in the synthesized netlist sky130_fd_sc_hd__dfxtp_1, sky130_fd_sc_hd__ha_1, sky130_fd_sc_hd__xnor2_1, sky130_fd_sc_hd__inv_1, sky130_fd_sc_hd__a21oi_1, Area growth syn-to-layout 18.7%, number of filler cells placed in the layout 1,925, Buffers on Ports 63, core utilization of the finished layout 60.8%, cell with the largest stage delay on the worst path sky130_fd_sc_hd__clkdlybuf4s50_1, Crit Path Category register to output pin, final setup vio count 0, required time at the endpoint of the critical path 4.80 ns, instance area at placement 13,500 um2, async set-reset flop share out of synthesis 0%, global-route wire length before repair 32.8 mm, fraction of final layout cells sized beyond drive strength 1 8.84%, cell area after layout 14,900 um2, count of vias placed by the detailed router 7,442, kind of cell adding the most delay to the critical path buffers and inverters, CP endpoint kind output pin, share of the synthesized area in the top cell type 57.1%, arrival time of the worst setup path 2.46 ns, Clk Latency, worst-skew pair 0.52 ns, # resized after CTS 0, hold path startpoint numerator[3][0]$_DFF_P_, Pwr per Cell Area 430 nW/um2, count of boundary I/O pins 65, routed wire length 19.5 mm, result of the run complete, no violations, setup slack at placement 2.86 ns, Chip Width 160 um, Internal 4.82 mW, vias in the first global route 7,260, DP Cell Count 1,468, CTS H-tree depth 2, CP bufs+invs 2, combined area of all synthesized cells 12,500 um2, flop2flop setup slack 3.38 ns, post-CTS setup buffers 0, final worst clock skew 0.0179 ns, maximum operating frequency 0.274 GHz, Post-Synthesis Cells 1,089, library cell with the highest instance count after synthesis sky130_fd_sc_hd__dfxtp_1, clock period minus final worst setup slack 3.66 ns, remaining global-route overflow 0, register area share after synthesis 57.1%, Post-synth EDFFs 0, library cell with the largest summed area after synthesis sky130_fd_sc_hd__dfxtp_1, net switching fraction of the power 24.6%, TritonCTS clock tree yes, via-per-instance ratio 4.85, overall chip area 25,700 um2, total global routing track utilization 16.3%, remaining number of nets flagged by the antenna check after routing 0, post-route setup slack 2.34 ns, sequential fraction of design power 42.8%, summed standard-cell area reported by yosys 12,500 um2, antenna violations before repair 0
power groups by stage:
stage     Clock (mW)  Sequential (mW)  Combinational [mW]
6_report        2.45             2.74                1.21
5_1_grt         2.63             2.77                1.35
4_1_cts         2.51             2.74                1.23
flip-flops by register name (all words and copies together), names as in the netlist:
signal / count
numerator: 110
quotient: 45
numerator_negative: 10
valid: 10
denominator: 100
remainder: 82
cells by family (layout without fill, tap and decap cells):
| group | count (synthesis) | after routing | synth area share (%) |
|---|---|---|---|
| DFF | 357 | 357 | 57.1 |
| other | 1 | 1 | 0.0299 |
| AOI/OAI and AO/OA | 213 | 213 | 11.6 |
| adders and majority gates | 94 | 94 | 9.87 |
| and+or+nand+nor | 171 | 171 | 6.70 |
| xor gates and xnor gates | 75 | 75 | 5.24 |
| muxes | 54 | 54 | 5.40 |
| buffers and inverters | 124 | 246 | 4.05 |
per-stage QoR:
step	hold WS [ns]	power, mW
6_report	0.319	6.40
5_1_grt	0.323	6.74
4_1_cts	0.322	6.49
3_5_place_dp	0.312	4.01
3_3_place_gp	0.309	3.99
2_1_floorplan	0.310	3.62
worst max-delay path by stage:
stage	startpoint	endpoint	slack (ns)	depth (start not counted)
6_report	numerator[9][0]$_DFF_P_	numerator_out[10]	2.34	7
5_1_grt	numerator[9][0]$_DFF_P_	numerator_out[10]	2.18	7
4_1_cts	numerator[9][0]$_DFF_P_	numerator_out[10]	2.29	7
worst reg2reg max path, cell delays in order (launching register included):
cell,delay (ns)
sky130_fd_sc_hd__dfxtp_1,0.37
sky130_fd_sc_hd__inv_1,0.06
sky130_fd_sc_hd__ha_1,0.19
sky130_fd_sc_hd__inv_1,0.07
sky130_fd_sc_hd__fa_1,0.24
sky130_fd_sc_hd__a211oi_1,0.11
sky130_fd_sc_hd__o21bai_1,0.30
sky130_fd_sc_hd__o31ai_2,0.13
sky130_fd_sc_hd__a21oi_2,0.61
sky130_fd_sc_hd__mux2_1,0.42
per-layer routing:
layer  global-route usage, %  vias to the layer above  share of wire [%]
met3                    2.49                       57                3.3
met1                    20.3                     3356                 42
met5                       0                        -                  0
met2                    29.2                      129                 51
met4                    5.93                        0                4.2
li1                        -                     3900                  -
layout by cell type (no fill, tap or decap), drive strengths merged, types with 21 or more instances in the layout:
cell | Yosys | layout
a21oi | 66 | 66
xnor2 | 64 | 64
o21ai | 38 | 38
mux2 | 46 | 46
a21o | 21 | 21
inv | 110 | 111
ha | 86 | 86
dfxtp | 357 | 357
nand2 | 38 | 38
clkbuf | 3 | 52
nor2 | 53 | 53
clkdlybuf4s50 | 0 | 63
cell type report:
| type | instances | area [um2] | area share, % |
|---|---|---|---|
| repair buffers | 69 | 676 | 4.55 |
| inverters | 110 | 413 | 2.78 |
| well taps | 324 | 405 | 2.73 |
| clock buffers | 52 | 1070 | 7.22 |
| multi-input cells | 608 | 4870 | 32.8 |
| clock inverters | 15 | 279 | 1.88 |
| flip-flops and latches | 357 | 7150 | 48.1 |
Power and IR drop assume default switching activity.
